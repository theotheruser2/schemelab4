==> /design/flow/design.v <==
`timescale 1ns / 1ps
module button(
    input  wire clk,
    input  wire rst,
    input  wire in,
    output wire out
);
reg sync1;
reg sync2;
reg lpfin;
reg lpfout;
reg [3:0] count;
assign out = lpfout;
always @(posedge clk) begin
    if (rst) begin
        sync1 <= 0;
        sync2 <= 0;
        lpfin <= 0;
        lpfout <= 0;
        count <= 0;
    end else begin
        sync1 <= in;
        sync2 <= sync1;
        lpfin <= sync2;
        if (lpfin == lpfout) begin
            count <= 0;
        end else begin
            count <= count + 1;
        end
        if (&count) begin
            lpfout <= ~lpfout;
        end
    end
end
endmodule 
==> /design/flow/run.sh <==
#!/bin/bash
# OpenROAD 26Q1-2900-gdf79404cd8, Yosys 0.63+post, stock flow scripts
make -C /OpenROAD-flow-scripts/flow DESIGN_CONFIG=/design/flow/config.mk WORK_HOME=/design/flow/orfs finish
==> /design/flow/config.mk <==
export PLATFORM = sky130hd
export DESIGN_NAME = button
export DESIGN_NICKNAME = button
export VERILOG_FILES = /design/flow/design.v
export SDC_FILE = /design/flow/constraint.sdc
export NUM_CORES = 4
export LEC_CHECK = 1
export CORE_AREA = 10 10 70 70
export DIE_AREA = 0 0 80 80
==> /design/flow/constraint.sdc <==
current_design button

set clk_period 1.1
set clk_io_pct 0.2

create_clock -name clk0 -period $clk_period [get_ports {clk}]

set non_clock_inputs [all_inputs -no_clocks]
set_input_delay [expr $clk_period * $clk_io_pct] -clock clk0 $non_clock_inputs
set_output_delay [expr $clk_period * $clk_io_pct] -clock clk0 [all_outputs]
==> ci_impl_report.md <==
### Flow metrics

| Metric | Value |
|---|---|
| Setup Buffers After CTS | `0` |
| Commonest non-fill, non-tap cells in the layout | `dfxtp_1 (6), nor2b_1 (4), clkbuf_4 (3), buf_4 (3)` |
| Routed Wire Length | `441 µm` |
| Die width | `80 µm` |
| Routability-driven placement congestion ratio | `0.664` |
| Chip Height | `80 µm` |
| Initial antenna violation count | `0` |
| R2R Setup Slk | `0.04 ns` |
| Tool warnings | `25` |
| Cell taking the most area after synthesis | `dfxtp_1` |
| Core Box Area | `3420 µm²` |
| Ys cells | `25` |
| Root buffer cell | `clkbuf_4` |
| Max_slew headroom | `0.790` |
| CP Data Required Time | `1.23 ns` |
| Mux share | `0.0402` |
| Power per Cell Area | `1280 nW/µm²` |
| Clock-pin slew on the worst setup and hold paths | `0.05 ns` |
| Init Core Util | `0.0821` |
| Drt wl/cell | `5.51 µm` |
| Static Leak | `0.149 nW` |
| Row cnt | `21` |
| Commonest Layout Cell | `dfxtp_1` |
| CTS tree | `done` |
| Synth Warn # | `1` |
| Hold Buf Count CTS | `0` |
| Crit path time final | `1.06 ns` |
| Tightest Pin Transition | `0.313 ns` |
| First-pass DRT Iterations | `3` |
| Main logic family after synthesis | `simple AND/OR/NAND/NOR gates` |
| Placed Area | `390 µm²` |
| Final setup fails | `0` |
| DP Wirelength | `312 µm` |
| Logic area | `123 µm²` |
| Synth flops | `8` |
| Worst setup SP type | `flop` |
| Via/cell ratio | `2.39` |
| # IOs | `4` |
| Filler cell count | `407` |
| Clock Path Buffers | `2` |
| Seq share, synth | `0.571` |
| Status | `complete, no violations` |
| Post-route cell area | `417 µm²` |
| Setup TNS | `0 ns` |
| DIE AREA | `6400 µm²` |
| Remaining global-route overflow | `0` |
| Unrepaired setup endpoints after global routing | `false` |
| CP max FO | `4` |
| VDD IR max | `0.378 mV` |
| Simple Share, Synth | `0.237` |
| Netlist Area Pre-Place | `280 µm²` |
| Cycle use final | `0.965` |
| Post-route DRC | `0` |
| CTS sink cnt | `8` |
| Seq. cell area | `163 µm²` |
| Skew final | `0.00396 ns` |
| Area reported by Yosys stat | `280 µm²` |
| CTS buffer count | `3` |
| Adder share | `0.0446` |
| Pins over their slew limit | `0` |
| Placed Cells incl. Taps | `77` |
| Maximum number of pins on one net before global-route repair | `6` |
| MaxCap Viol Count | `0` |
| HP Class | `flop to flop` |
| Crit Path Class | `flop to flop` |
| Final std cells w/o fill | `80` |
| Layout cells sized above 1 | `0.294` |
| Syn_area_per_cell | `11.2 µm²` |
| Crit path DAT | `1.19 ns` |
| Post-Synthesis Cells | `25` |
| Global-route wire length before repair | `828 µm` |
| Clk latency of the worst-skew pair | `0.25 ns` |
| Area grow syn2layout | `48.7%` |
| Fin. Hold Viols | `0` |
| Capturing element type of the critical path | `flop` |
| Area share of the largest cell type after synthesis | `0.571` |
| Drt initial violations | `3` |
| Top cells, area | `dfxtp_1 (57%), nor2b_1 (8.9%), xnor2_1 (6.3%)` |
| Via count of the first global-routing pass | `197` |
| Synth Area in XOR/XNOR | `0.0625` |
| Synth cell types | `13` |
| Vias | `191` |
| # port buffers | `3` |
| Inserted Diodes | `0` |
| AND-OR/OR-AND share of the synthesized area | `0.0446` |
| DRT antenna net count | `0` |
| Max Freq | `942 MHz` |
| H-tree depth | `1` |
| GRT Util Overall | `0.0153` |
metrics by stage:
step	hold slack [ns]	setup slack [ns]	util	total power, mW
finish	0.443	0.0389	0.122	0.533
global route	0.461	0.0108	0.122	0.569
CTS	0.449	0.0323	0.122	0.545
detailed placement	0.425	-0.101	0.114	0.326
global placement	0.426	-0.0923	0.114	0.325
floorplan	0.292	0.0738	-	0.309
layer usage:
layer,part of all wire,routed length [µm],up-vias,GRT usage
met2,0.37,161,4,0.0136
li1,-,-,108,-
met3,0.082,36,0,0.00909
met1,0.55,243,79,0.0248
met4,0,0,0,0.00704
met5,0,0,-,0
final timing paths:
check / from / cells past startpoint / endpoint
worst max-delay path: count[0] / 3 / lpfout
worst min-delay path: count[0] / 1 / count[0]
worst max register to register: count[0] / 3 / lpfout
worst min register to register: count[0] / 1 / count[0]
repair_timing:
item                                    in CTS  in global routing
pin swaps                                    0                  1
endpoints found under the setup margin       2                  2
gates resized                                3                  1
endpoints found under the hold margin        0                  0
where the power goes:
| group | switching [mW] | leakage (nW) | total [mW] | internal [mW] |
|---|---|---|---|---|
| registers | 0.00178 | 0.0660 | 0.297 | 0.295 |
| logic | 0.00803 | 0.0696 | 0.0230 | 0.0150 |
| clock network | 0.0892 | 0.0138 | 0.213 | 0.124 |
cell families after synthesis:
logic type                 Yosys count
muxes                                1
xor gates and xnor gates             2
AOI/OAI and AO/OA                    2
DFF                                  8
and+or+nand+nor                     11
adders and majority gates            1
flip-flops by register name, indices dropped and copies added (netlist names):
name,cells
sync2,1
count,4
lpfout,1
lpfin,1
sync1,1
synth_stat cells, drive strengths merged:
| master | n |
|---|---|
| dfxtp | 8 |
| nor2b | 4 |
| nor3 | 2 |
| xnor2 | 2 |
| a21oi | 1 |
| and4 | 1 |
| ha | 1 |
| mux2 | 1 |
| nand3 | 1 |
| nor2 | 1 |
| nor3b | 1 |
| nor4 | 1 |
| o21bai | 1 |
layout make-up:
| cell class | instances | area share |
|---|---|---|
| repair buffers | 6 | 0.123 |
| well taps | 46 | 0.138 |
| flip-flops and latches | 8 | 0.390 |
| multi-input cells | 17 | 0.294 |
| clock buffers | 3 | 0.0541 |
worst max-delay path, cell delays in order (launching register included):
cell and delay, ns:
dfxtp_2 0.33, ha_2 0.19, nand3_1 0.09, mux2_2 0.34
No activity file was given, so power comes from the tool's default toggle rates.
