`design.v`:
```
`timescale 1ns / 1ps
module a_sqrtb(
    input wire            clk,
    input wire            rst,
    input wire [7:0]     a_in,
    input wire [7:0]     b_in,
    input wire       in_ready,
    output reg [11:0]   y_out,
    output reg        y_ready
);
localparam S0 = 0,
           S1 = 1,
           S2 = 2,
           S3 = 3,
           S4 = 4;
reg  [7:0] sqrt1_x;
wire [3:0] sqrt1_y;
reg  sqrt1_x_ready;
wire sqrt1_y_ready;
reg   [7:0] mult1_a;
reg   [7:0] mult1_b;
wire [15:0] mult1_y;
reg  mult1_start;
wire  mult1_busy;
reg [2:0] state;
sqrt sqrt1(
    .clk(clk),
    .rst(rst),
    .x_in(sqrt1_x),
    .x_ready(sqrt1_x_ready),
    .y_out(sqrt1_y),
    .y_ready(sqrt1_y_ready)
);
mult mult1(
    .clk_i(clk),
    .rst_i(rst),
    .a_bi(mult1_a),
    .b_bi(mult1_b),
    .start_i(mult1_start),
    .busy_o(mult1_busy),
    .y_bo(mult1_y)
);
always @(posedge clk) begin
    if (rst) begin
        y_out <= 0;
        y_ready <= 0;
        sqrt1_x <= 0;
        sqrt1_x_ready <= 0;
        mult1_a <= 0;
        mult1_b <= 0;
        mult1_start <= 0;
        state <= S0;
    end else begin
        case (state)
        S0:
            begin
                if (in_ready) begin
                    y_ready <= 0;
                    mult1_a <= a_in;
                    sqrt1_x <= b_in;
                    sqrt1_x_ready <= 1;
                    state <= S1;
                end
            end
        S1:
            begin
                sqrt1_x_ready <= 0;
                state <= S2;
            end
        S2:
            begin
                if (sqrt1_y_ready) begin
                    mult1_b <= sqrt1_y;
                    mult1_start <= 1;
                    state <= S3;
                end
            end
        S3:
            begin
                mult1_start <= 0;
                state <= S4;
            end
        S4:
            begin
                if (!mult1_busy) begin
                    y_out <= mult1_y;
                    y_ready <= 1;
                    state <= S0;
                end
            end
        endcase
    end
end
endmodule
`timescale 1ns / 1ps
module mult  (
	input  clk_i ,
	input  rst_i ,
	input  [ 7 : 0 ]  a_bi ,
	input  [ 7 : 0 ]  b_bi ,
	input  start_i ,
	output busy_o ,
	output  reg  [ 15:0 ]  y_bo
);
	localparam IDLE = 1'b0 ;
	localparam WORK = 1'b1 ;
	reg   [ 2 : 0 ]   ctr ;
	wire  [ 2 : 0 ]   end_step ;
	wire  [ 7 : 0 ]   part_sum ;
	wire  [ 15 : 0 ]  shifted_part_sum ;
	reg  [ 7 : 0 ]a ,  b ;
	reg  [ 15 : 0 ]part_res ;
	reg  state ;
	assign  part_sum = a & {8{b [ ctr ] } } ;
	assign  shifted_part_sum = part_sum << ctr ;
	assign  end_step = ( ctr == 3'h7 ) ;
	assign  busy_o = state ;
	always@ ( posedge  clk_i )
		if ( rst_i )  begin
			ctr <= 0;
			part_res <= 0;
			y_bo <= 0;
		state <= IDLE ;
	end  else  begin
		case ( state )
			IDLE :
				if ( start_i )  begin
					state  <= WORK;
					a <= a_bi ;
					b <= b_bi ;
					ctr <= 0;
					part_res <= 0;
				end
			WORK:
				begin
					if ( end_step )  begin
						state  <= IDLE ;
						y_bo   <= part_res ;
					end
					part_res = part_res + shifted_part_sum ;
					ctr <= ctr + 1;
				end
		endcase
	end
endmodule
`timescale 1ns / 1ps
module sqrt(
    input  wire           clk,
    input  wire           rst,
    input  wire [7:0]    x_in,
    input  wire       x_ready,
    output  reg [3:0]   y_out,
    output  reg       y_ready
);
localparam S0 = 0,
           S1 = 1,
           S2 = 2,
           S3 = 3,
           S4 = 4;
reg [7:0] x;
reg [6:0] y;
reg [6:0] m;
reg [6:0] b;
reg [2:0] state;
always @(posedge clk) begin
    if (rst) begin
        y_out <= 0;
        y_ready <= 0;
        state <= S0;
    end else begin
        case (state)
        S0:
            begin
                if (x_ready) begin
                    x <= x_in;
                    m <= 64;  
                    y <= 0;
                    y_ready <= 0;
                    state <= S1;
                end
            end
        S1:
            begin
                if (|m) begin
                    begin
                        b <= y | m;
                        state <= S2;
                    end
                end else begin
                    y_out <= y;
                    y_ready <= 1;
                    state <= S0;
                end
            end
        S2:
            begin
                y <= y >> 1;
                if (x >= b) begin
                    state <= S3;
                end else begin
                    state <= S4;
                end
            end
        S3:
            begin
                x <= x - b;
                y <= y | m;
                state <= S4;
            end
        S4:
            begin
                m <= m >> 2;
                state <= S1;
            end
        endcase
    end
end
endmodule
```
`run.sh`:
```
#!/bin/bash
# OpenROAD 26Q1-2900-gdf79404cd8, Yosys 0.63+post, stock flow scripts
make -C /OpenROAD-flow-scripts/flow DESIGN_CONFIG=/design/flow/config.mk WORK_HOME=/design/flow/orfs finish
```
`config.mk`:
```
export PLATFORM = sky130hd
export DESIGN_NAME = a_sqrtb
export DESIGN_NICKNAME = a_sqrtb
export VERILOG_FILES = /design/flow/design.v
export SDC_FILE = /design/flow/constraint.sdc
export NUM_CORES = 4
export LEC_CHECK = 1
export CORE_UTILIZATION = 30
```
`constraint.sdc`:
```
current_design a_sqrtb

set clk_period 6.7
set clk_io_pct 0.2

create_clock -name clk0 -period $clk_period [get_ports {clk}]

set non_clock_inputs [all_inputs -no_clocks]
set_input_delay [expr $clk_period * $clk_io_pct] -clock clk0 $non_clock_inputs
set_output_delay [expr $clk_period * $clk_io_pct] -clock clk0 [all_outputs]
```
==> CHANGELOG.md <==
### Changed

- Status: complete, no violations
- Worst r2r src: mult1.ctr[0]$_SDFFE_PP0P_
- Max cap viols: 0
- Hold_buf cts: 0
- Post-synth top cells: nand2_1 (106), dfxtp_1 (78), a21oi_1 (75)
- Hold path depth: 0
- CP Launch Type: register
- Final Max-Slew Violation Tally: 0
- First-pass detailed-route iteration total: 4
- Root Buffer: clkbuf_16
- Grt total ovfl: 0
- Critical path's largest stage delay: between 0.7 and 0.8 ns
- End of the worst hold path: mult1.a[4]$_DFFE_PP_
- Top cells by area: dfxtp_1 (30%), edfxtp_1 (22%), nand2_1 (7.6%)
- Post-detailed-route via-to-cell ratio: ~4.8
- Remaining antenna violation count: 0
- CTS max path bufs: 2
- Dominant cell area share: 29.8%
- Total GRT Usage: 12.7%
- CP Data Arrival Time: 3.83 ns
- Die height: 134 um
- Final hold violation count: 0
- Num CTS Buffers: 17
- Count of cell types in the netlist: 62
- Fin crit share: between 50% and 60%
- Boundary Pins: 32
- Post-CTS Resized: 0
- CTS sink cnt: around 120
- VDD IR-drop max: approximately 0.00018 V
- Yosys warning tally: 3
- Die area: ~0.018 mm^2
- Fp_density: 31.1%
- HP Class: reg -> reg
- Area growth, synth to finish: 20.6%
- Clk ins delay skew pair: 0.40 ns
- # Cells Yosys: 552
- Util after Layout: 37.6%
- Global-route wire length before repair: ~18000 um
- EDFF count, synth: 38
- # H-tree levels: 4
- Setup Buffers After CTS: 0
- Seq share, synth: 51.6%
- Cell with the most instances after synthesis: nand2_1
- Mapped cell area: between 0.005 and 0.006 mm^2
- Tool warnings: 25
- Fillcell total: about 1600
- WS Path Type: reg -> reg
- Layout Cell Area excl Fill: 0.00632 mm^2
- Dpl hpwl: 7350 um
- Reg2Reg Capture Point: mult1.part_res[6]$_SDFFE_PP0P_
- TritonCTS clock tree: yes
- Unrepaired setup endpoints after global routing: no
- Main flop type: dfxtp_1
- Largest fanout on the critical path: 18
- Post-synth ARST share: 0%
- Via count: between 3000 and 4000
- Initial antenna violation count: 0
- CP endpoint kind: register
- Layout cells sized above 1: under 10%
- Setup Viol. Count Final: 0
- Post-synthesis register bit count: around 120
- Pwr dens: around 270 mW/mm^2
- Wire length per cell: 13.1 um
- Yosys top cell by area: dfxtp_1
- Initial drt markers: 180
- Vias in the first global route: 3857
- DRC: 0
- Slew headroom: 45.4%
- Chip Area, Yosys: approximately 0.0052 mm^2
- Dpl cell area: 0.00573 mm^2
- Mapped Cells: 552
- Flop2flop setup slack: 3.22 ns
- Critical-path cell list: mux4_2, nand2b_1, nor4b_2, ha_1, inv_1, fa_1, nor2b_2, nor3_2, o21bai_2, a21oi_2, or4b_1, nand3_1
- Hold Slack: 0.430 ns
- CTS clk-pin slew, worst paths: around 0.050 ns
- Dpl ws: 3.25 ns
- Leakage: 0.00227 uW
- # diodes: 0
- Pin count of the biggest net entering global routing: 73
- Clock skew: ~0.0057 ns
- HP Start: mult1_a[4]$_SDFFE_PP0P_
- Core area: 0.0168 mm^2
- CP max stage cell: dfxtp_1
- Final TNS setup: 0 ns
- GPL Wtd Cong: 0.898
- Mean area per synthesized cell: 9.49 um^2
- IO Port Bufs: 31
- Row cnt: 47
- Crit path required time: 7.05 ns
- Setup WS post-layout: 3.22 ns
- Measured slew at the worst slew-check pin: between 0.8 and 0.9 ns
- Die X: 134 um
- Crit path time final: between 3 and 4 ns
- Worst reg2reg path depth: 12
- Total wire length: 10600 um
- Fmax: 0.287 GHz
-- worst max-delay path: cells and delay by family, from the launching register on --
family	cells	cell delay, ns
simple gates	6	1.31
flops	1	0.79
buf+inv	1	0.07
mux	1	0.35
fa+ha+maj	2	0.66
compound gates	2	0.26
-- cell families after synthesis --
kind of cell / synth area share [%]
AND-OR/OR-AND: 13.9
buffers and inverters: 3.77
AND/OR/NAND/NOR: 20.5
adder cells (fa/ha/maj): 5.54
XOR/XNOR: 1.00
flip-flops: 51.6
multiplexers: 3.70
-- sequential cells by signal (all words and copies together) (netlist names) --
name,count
mult1.a,8
mult1.b,4
mult1.ctr,3
mult1.part_res,12
mult1.state,1
mult1.y_bo,12
mult1_a,8
mult1_b,4
mult1_start,1
sqrt1.b,7
sqrt1.m,4
sqrt1.state,5
sqrt1.x,8
sqrt1.y,7
sqrt1.y_out,4
sqrt1.y_ready,1
sqrt1_x,8
sqrt1_x_ready,1
state,5
y_out,12
y_ready,1
-- placed cells by master (no fill, tap or decap), types with 6 or more instances in the layout --
master             n
nor3_1            11
o21ai_0           10
clkbuf_16         17
nor2_1            38
and2_1             9
mux2i_1            7
nand3_1           11
inv_1             17
nor2b_1           11
nand2b_1          11
nand2_1          106
edfxtp_1          38
a21oi_1           75
dfxtp_1           78
buf_4              6
ha_1              20
clkdlybuf4s50_1   30
nor3b_1            8
-- stage by stage --
step | cells | total power, uW
after floorplan | 552 | 802
after global placement | 781 | 825
after detailed placement | 781 | 826
after CTS | 813 | 1730
after global routing | 813 | 1760
final | 813 | 1700
-- metal layers --
metal	up-vias	track usage [%]	share of wire [%]
met3	15	3.47	4.4
met4	0	2.12	1.5
met1	1849	18.1	47
li1	1992	-	-
met5	-	0	0
met2	85	20.3	47
-- area by class of cell --
class / count / area, um^2 / area share (%)
repair buffers: 37 / 350 / 5.54
clock inverters: 10 / 130 / 2.06
well taps: 220 / 275 / 4.36
multi-input cells: 390 / 2340 / 37.0
inverters: 18 / 67.6 / 1.07
flip-flops and latches: 116 / 2700 / 42.8
clock buffers: 22 / 454 / 7.19
-- worst max-delay path by stage --
stage | to | start | depth (start not counted) | slack (ns)
finish | mult1.part_res[6]$_SDFFE_PP0P_ | mult1.ctr[0]$_SDFFE_PP0P_ | 12 | 3.22
CTS | mult1.part_res[6]$_SDFFE_PP0P_ | mult1.ctr[0]$_SDFFE_PP0P_ | 12 | 3.21
global route | mult1.part_res[6]$_SDFFE_PP0P_ | mult1.ctr[0]$_SDFFE_PP0P_ | 12 | 2.89
-- power by group --
| group | switching [uW] | internal [uW] |
|---|---|---|
| clock network | 302 | 591 |
| logic | 34.5 | 27.2 |
| registers | 9.37 | 741 |
| total | 346 | 1360 |
No activity file was given, so power comes from the tool's default toggle rates.
