$ cat design.v
`timescale 1ns / 1ps
module lfsr(
    input  wire          clk,
    input  wire          rst,
    input  wire [7:0]   init,
    input  wire        shift,
    output wire [7:0] result
);
reg [7:0] buffer;
assign result = buffer;
always @(posedge clk) begin
    if (rst) begin
        buffer <= init;
    end else if (shift) begin
        buffer[0] <= buffer[0] ^ buffer[4] ^ buffer[6] ^ buffer[7];
        buffer[1] <= buffer[0];
        buffer[2] <= buffer[1];
        buffer[3] <= buffer[2];
        buffer[4] <= buffer[3];
        buffer[5] <= buffer[4];
        buffer[6] <= buffer[5];
        buffer[7] <= buffer[6];
    end
end
endmodule
$ cat run.sh
#!/bin/bash
# OpenROAD 26Q1-2900-gdf79404cd8, Yosys 0.63+post, stock flow scripts
make -C /OpenROAD-flow-scripts/flow DESIGN_CONFIG=/design/flow/config.mk WORK_HOME=/design/flow/orfs finish
$ cat config.mk
export PLATFORM = sky130hd
export DESIGN_NAME = lfsr
export DESIGN_NICKNAME = lfsr
export VERILOG_FILES = /design/flow/design.v
export SDC_FILE = /design/flow/constraint.sdc
export NUM_CORES = 4
export LEC_CHECK = 1
export CORE_AREA = 10 10 70 70
export DIE_AREA = 0 0 80 80
$ cat constraint.sdc
current_design lfsr

set clk_period 1.5
set clk_io_pct 0.2

create_clock -name clk0 -period $clk_period [get_ports {clk}]

set non_clock_inputs [all_inputs -no_clocks]
set_input_delay [expr $clk_period * $clk_io_pct] -clock clk0 $non_clock_inputs
set_output_delay [expr $clk_period * $clk_io_pct] -clock clk0 [all_outputs]
==> run_results.csv <==
group,metric,value,unit
finish,max_flop_register,"buffer",
grt,track_usage,2.95,%
clocking,postCtsHoldBufs,0,
yosys,common_cells,"edfxtp_1 (8), mux2_2 (7), xnor2_1 (3)",
finish,cell_area_after_layout,628,um^2
critical_path,data_required_time_at_the_worst_endpoint,1.20,ns
sta,whs,0.589,ns
grt,grt_start_max_net_pins,11,
finish,final_layout_size_suffix_gt1_share,27.9,%
sta,layout_setup_ws,0.0760,ns
grt,globalRoute.totalOverflow,0,
yosys,syn_inst,22,
sta,fmax,0.702,GHz
sta,slew_headroom,87.2,%
critical_path,worst-path-max-fanout,3,
detailed_routing,post_drt_wl_per_cell,11.0,um
placement,detailed_place_hpwl,832,um
hold_path,min_path_type,"reg2reg",
sta,timing.final.max_slew_violations,0,
placement,detailed_place.area,606,um^2
pwr,p_per_area,959,mW/mm^2
die,std_cell_rows,21,
placement,port_buffers,18,
pwr,worst_ir_drop_vdd,0.142,mV
clocking,clock_sinks,8,
clocking,buffer_depth_of_the_longest_clock_path,2,
critical_path,crit_path_cell_trace,"clkdlybuf4s50_1",
yosys,post-synth-top-area-fraction,65.3,%
yosys,synthMostInstantiatedCell,"edfxtp_1",
clocking,cts_tree,"done",
yosys,enable_flop_cells,8,
die,chipWidth,80,um
sta,grt_setup_unrepaired,"no",
critical_path,timing.critical_path.max_delay_family,"buffers and inverters",
critical_path,critical_path.slowest_cell,"clkdlybuf4s50_1",
sta,layout_min_cycle_time,1.42,ns
critical_path,cp.arrival,1.12,ns
critical_path,reg2reg_slack,0.40,ns
yosys,ys_seq_share,65.3,%
sta,actual_slew_at_the_worst_max_slew_pin,0.192,ns
sta,finClkSkew,0.000819,ns
detailed_routing,route.vias.total,265,
finish,top_regs,"buffer (8)",
sta,timing.setup.tns,0,ns
die,die_h,80,um
run_status,status,"completed",
finish,post-route-util,18.4,%
yosys,number_of_synthesized_register_bits,8,
grt,antenna_found_initial,0,
clocking,clkLatencyLatePin,0.24,ns
detailed_routing,violation_tally_from_detailed_route_iteration_zero,25,
detailed_routing,routed_via_density,2.98,
die,fp.coreArea,0.00342,mm^2
sta,setup-violations-final,0,
critical_path,cp-end-kind,"primary output",
placement,pre_cts_ws,-0.0324,ns
sta,finalClockPeriodUsage,94.9,%
finish,final.fill_count,387,
critical_path,path_buffers,1,
job,max_cap_violations,0,
finish,largest_register_ffs,8,
yosys,cell_area_after_synthesis,368,um^2
grt,first_global_vias,313,
detailed_routing,diodes,0,
clocking,clock_slew_seen_by_the_registers_of_the_worst_setup_and_hold_paths,0.05,ns
sta,finalHoldViolCount,0,
die,floorplan.initialDensity,10.8,%
clocking,clk_root_buffer_cell,"clkbuf_4",
clocking,cts_buffers,3,
detailed_routing,detailedRoute.firstPassIterationCount,4,
critical_path,slowest_delay,0.48,ns
clocking,post_cts_buffers,0,
yosys,post_synth_num_cell_types,7,
yosys,postSynth.topFlopCell,"edfxtp_1",
pwr,p_leak,0.000210,uW
job,openroad.warnings,25,
die,floorplan.io_pins,19,
detailed_routing,drt_wl_total,981,um
yosys,synth.yosys.num_cells,22,
clocking,post_cts_resize_count,0,
yosys,topCellsByArea,"edfxtp_1 (65%), mux2_2 (21%), xnor2_1 (7.1%)",
clocking,cts_htree_levels,1,
yosys,post-synth-top-area-cell,"edfxtp_1",
die,chip_area,0.00640,mm^2
finish,areaGrowthSynthToFinish,70.7,%
yosys,synth_async_sr_flop_share,0,%
critical_path,critPathKind,"reg2out",
detailed_routing,drcViolationCount,0,
yosys,post_synth.cell_area_avg,16.7,um^2
critical_path,worst_setup_path_start_kind,"register",
yosys,synth_chip_area,368,um^2
grt,first_pass_grt_wire_length,1440,um
detailed_routing,route.antenna.remaining_nets,0,
placement,gpl.final_weighted_congestion,0.728,
yosys,ys.warnings.count,1,
## metrics by stage
step	cells	power, uW
5_1_grt	89	637
4_1_cts	89	616
3_3_place_gp	86	453
3_5_place_dp	86	454
6_report	89	602
2_1_floorplan	22	356
## cells in the final DEF, fill, tap and decap left out
| cell type | synthesis | routed |
|---|---|---|
| buf_4 | 1 | 1 |
| clkbuf_4 | 0 | 3 |
| clkdlybuf4s50_1 | 0 | 18 |
| edfxtp_1 | 8 | 8 |
| mux2_2 | 7 | 7 |
| nand2_1 | 1 | 1 |
| o21ai_1 | 1 | 1 |
| or2_2 | 1 | 1 |
| xnor2_1 | 3 | 3 |
## cells by family after synthesis
kind of cell | count (synthesis) | synth area share [%]
DFF | 8 | 65.3
buffers and inverters | 1 | 2.04
AOI/OAI and AO/OA | 1 | 1.36
muxes | 7 | 21.4
xor gates and xnor gates | 3 | 7.14
and+or+nand+nor | 2 | 2.72
## power breakdown
group	switching [uW]	internal, uW	leakage [uW]
Combinational	33.5	106	0.000115
Sequential	21.2	285	0.0000818
Clock	65.9	91.1	0.0000138
## worst paths after layout
check,startpoint,depth (start not counted),to
min reg2reg,buffer[5]$_DFFE_PP_,1,buffer[6]$_DFFE_PP_
max reg2reg,buffer[6]$_DFFE_PP_,3,buffer[0]$_DFFE_PP_
max,buffer[4]$_DFFE_PP_,1,result[4]
min,buffer[5]$_DFFE_PP_,1,buffer[6]$_DFFE_PP_
## metal layers
metal  up-vias  track usage, %  routed length (um)
met5         -               0                   0
li1        125               -                   -
met2        10            4.49                 440
met4         0           0.880                  13
met1       128            2.76                 334
met3         2            2.84                 193
## area by class of cell
| type | instances | area (um^2) | area share [%] |
|---|---|---|---|
| Sequential cell | 8 | 240 | 38.2 |
| Timing Repair Buffer | 19 | 188 | 29.9 |
| Clock buffer | 3 | 22.5 | 3.59 |
| Tap cell | 46 | 57.6 | 9.16 |
| Multi-Input combinational cell | 13 | 120 | 19.1 |
Power is estimated from default activity; no workload was simulated.
